File: ./design.v
module I2C_CCD_Config (	 
						iCLK,
						iRST_N,
						iExposure,
						redG,
						blueG, 
						green1G,
						green2G, 
						I2C_SCLK,
						I2C_SDAT	);
input			iCLK;
input			iRST_N;
input	[15:0]	iExposure;
input [31:0] redG, blueG, green1G, green2G;
output		I2C_SCLK;
inout		I2C_SDAT;
reg	[15:0]	mI2C_CLK_DIV;
reg	[23:0]	mI2C_DATA;
reg			mI2C_CTRL_CLK;
reg			mI2C_GO;
wire		mI2C_END;
wire		mI2C_ACK;
reg	[15:0]	LUT_DATA;
reg	[5:0]	LUT_INDEX;
reg	[3:0]	mSetup_ST;
parameter	CLK_Freq	=	50000000;	 
parameter	I2C_Freq	=	20000;		 
parameter	LUT_SIZE	=	17;
always@(posedge iCLK or negedge iRST_N)
begin
	if(!iRST_N)
	begin
		mI2C_CTRL_CLK	<=	0;
		mI2C_CLK_DIV	<=	0;
	end
	else
	begin
		if( mI2C_CLK_DIV	< (CLK_Freq/I2C_Freq) )
		mI2C_CLK_DIV	<=	mI2C_CLK_DIV+1;
		else
		begin
			mI2C_CLK_DIV	<=	0;
			mI2C_CTRL_CLK	<=	~mI2C_CTRL_CLK;
		end
	end
end
I2C_Controller 	u0	(	.CLOCK(mI2C_CTRL_CLK),		 
						.I2C_SCLK(I2C_SCLK),		 
 	 	 	 	 	 	.I2C_SDAT(I2C_SDAT),		 
						.I2C_DATA(mI2C_DATA),		 
						.GO(mI2C_GO),      			 
						.END(mI2C_END),				 
						.ACK(mI2C_ACK),				 
						.RESET(iRST_N)	);
always@(posedge mI2C_CTRL_CLK or negedge iRST_N)
begin
	if(!iRST_N)
	begin
		LUT_INDEX	<=	0;
		mSetup_ST	<=	0;
		mI2C_GO		<=	0;
	end
	else
	begin
		if(LUT_INDEX<LUT_SIZE)
		begin
			case(mSetup_ST)
			0:	begin
					mI2C_DATA	<=	{8'hBA,LUT_DATA};
					mI2C_GO		<=	1;
					mSetup_ST	<=	1;
				end
			1:	begin
					if(mI2C_END)
					begin
						if(!mI2C_ACK)
						mSetup_ST	<=	2;
						else
						mSetup_ST	<=	0;							
						mI2C_GO		<=	0;
					end
				end
			2:	begin
					LUT_INDEX	<=	LUT_INDEX+1;
					mSetup_ST	<=	0;
				end
			endcase
		end
	end
end
always
begin
	case(LUT_INDEX)
	0	:	LUT_DATA	<=	16'h0000;
	1	:	LUT_DATA	<=	16'h2000;
	2	:	LUT_DATA	<=	16'hF101;	 
	3	:	LUT_DATA	<=	{8'h09,iExposure[15:8]}; 
	4	:	LUT_DATA	<=	{8'hF1,iExposure[7:0]};
	5	:	LUT_DATA	<=	16'h2B00;	 
	6 :	LUT_DATA	<=	{8'hF1, green1G[7:0]};
	7	:	LUT_DATA	<=	16'h2C00;	 
	8	:	LUT_DATA	<=	{8'hF1, blueG[7:0]};
	9	:	LUT_DATA	<=	16'h2D00;	 
	10	:	LUT_DATA	<=	{8'hF1, redG[7:0]};
	11	:	LUT_DATA	<=	16'h2E00;	 
	12	:	LUT_DATA	<=	{8'hF1, green2G[7:0]};
	13	:	LUT_DATA	<=	16'h0500;	 
	14	:	LUT_DATA	<=	16'hF188;
	15	:	LUT_DATA	<=	16'h0600;	 
	16	:	LUT_DATA	<=	16'hF119;
	default:LUT_DATA	<=	16'h0000;
	endcase
end
endmodule
module I2C_Controller (
	CLOCK,
	I2C_SCLK, 
 	I2C_SDAT, 
	I2C_DATA, 
	GO,       
	END,      
	W_R,      
	ACK,       
	RESET,
	SD_COUNTER,
	SDO
);
	input  CLOCK;
	input  [23:0]I2C_DATA;	
	input  GO;
	input  RESET;	
	input  W_R;
 	inout  I2C_SDAT;	
	output I2C_SCLK;
	output END;	
	output ACK;
	output [5:0] SD_COUNTER;
	output SDO;
reg SDO;
reg SCLK;
reg END;
reg [23:0]SD;
reg [5:0]SD_COUNTER;
wire I2C_SCLK=SCLK | ( ((SD_COUNTER >= 4) & (SD_COUNTER <=30))? ~CLOCK :0 );
wire I2C_SDAT=SDO?1'bz:0 ;
reg ACK1,ACK2,ACK3;
wire ACK=ACK1 | ACK2 |ACK3;
always @(negedge RESET or posedge CLOCK ) begin
if (!RESET) SD_COUNTER=6'b111111;
else begin
if (GO==0) 
	SD_COUNTER=0;
	else 
	if (SD_COUNTER < 6'b111111) SD_COUNTER=SD_COUNTER+1;	
end
end
always @(negedge RESET or  posedge CLOCK ) begin
if (!RESET) begin SCLK=1;SDO=1; ACK1=0;ACK2=0;ACK3=0; END=1; end
else
case (SD_COUNTER)
	6'd0  : begin ACK1=0 ;ACK2=0 ;ACK3=0 ; END=0; SDO=1; SCLK=1;end
	6'd1  : begin SD=I2C_DATA;SDO=0;end
	6'd2  : SCLK=0;
	6'd3  : SDO=SD[23];
	6'd4  : SDO=SD[22];
	6'd5  : SDO=SD[21];
	6'd6  : SDO=SD[20];
	6'd7  : SDO=SD[19];
	6'd8  : SDO=SD[18];
	6'd9  : SDO=SD[17];
	6'd10 : SDO=SD[16];	
	6'd11 : SDO=1'b1; 
	6'd12  : begin SDO=SD[15]; ACK1=I2C_SDAT; end
	6'd13  : SDO=SD[14];
	6'd14  : SDO=SD[13];
	6'd15  : SDO=SD[12];
	6'd16  : SDO=SD[11];
	6'd17  : SDO=SD[10];
	6'd18  : SDO=SD[9];
	6'd19  : SDO=SD[8];
	6'd20  : SDO=1'b1; 
	6'd21  : begin SDO=SD[7]; ACK2=I2C_SDAT; end
	6'd22  : SDO=SD[6];
	6'd23  : SDO=SD[5];
	6'd24  : SDO=SD[4];
	6'd25  : SDO=SD[3];
	6'd26  : SDO=SD[2];
	6'd27  : SDO=SD[1];
	6'd28  : SDO=SD[0];
	6'd29  : SDO=1'b1; 
    6'd30 : begin SDO=1'b0;	SCLK=1'b0; ACK3=I2C_SDAT; end	
    6'd31 : SCLK=1'b1; 
    6'd32 : begin SDO=1'b1; END=1; end 
endcase
end
endmodule
File: ./run.sh
#!/bin/bash
# OpenROAD 26Q1-2900-gdf79404cd8, Yosys 0.63+post, stock flow scripts
make -C /OpenROAD-flow-scripts/flow DESIGN_CONFIG=/design/flow/config.mk WORK_HOME=/design/flow/orfs finish
File: ./config.mk
export PLATFORM = sky130hd
export DESIGN_NAME = I2C_CCD_Config
export DESIGN_NICKNAME = I2C_CCD_Config
export VERILOG_FILES = /design/flow/design.v
export SDC_FILE = /design/flow/constraint.sdc
export NUM_CORES = 4
export LEC_CHECK = 1
export CORE_UTILIZATION = 30
File: ./constraint.sdc
current_design I2C_CCD_Config

set clk_period 3.7
set clk_io_pct 0.2

create_clock -name clk0 -period $clk_period [get_ports {iCLK}]

set non_clock_inputs [all_inputs -no_clocks]
set_input_delay [expr $clk_period * $clk_io_pct] -clock clk0 $non_clock_inputs
set_output_delay [expr $clk_period * $clk_io_pct] -clock clk0 [all_outputs]
==> results.tsv <==
metric	value	unit
Max IR drop VDD	0.235	mV
cells in synth_stat.txt	140	
WL final	2210	µm
hpwl dp	1600	µm
Slew @ Worst Pin	0.558	ns
CP required	2.96	ns
cts hold-fix bufs	0	
syn_area_per_cell	11.4	µm²
Setup Skew	0.00299	ns
deepest clock path buffer count	2	
MaxCap Viol Count	0	
endpoints left unconstrained	18	
FILL cells	515	
Syn Std Cell Area	0.00159	mm²
number of buffers added on ports	2	
post-route minimum period	2.50	ns
PwrDens	268	mW/mm²
yosys warns	3	
fin. max-slew vios	0	
RSZ-0062 raised after global routing	no	
share of layout cells above drive strength 1	14.8	%
EDFF count, synth	0	
cell count after synthesis	140	
most frequent logic cell in the layout	dfrtp_1	
Slew Limit Headroom	62.8	%
R2R Path Start	mI2C_CLK_DIV[12]$_DFF_PN0_	
global route overflow	0	
count of non-filler cells in the finished layout	219	
Ports	148	
Setup Buffers After CTS	0	
gr usage total	9.16	%
Finished Core Util	34.5	%
via/cell ratio	4.31	
Insertion Delay late pin	0.25	ns
run status	finished, final reports clean	
most numerous logic cells after layout	dfrtp_1 (26), nor2_1 (15), nand3_1 (10)	
met2 usage	13.8	%
Vias	943	
initial antenna violation count	0	
number of remaining DRC errors	0	
Root Buffer	clkbuf_8	
routability cong.	0.837	
WP data arrival	1.76	ns
post-cts repair resize count	0	
CTS tree	built	
Final WS setup	1.20	ns
M1 GR Usage	15.3	%
Die Area	0.00560	mm²
register share after synthesis	55.7	%
grt met3 use	0.814	%
die x size	74.9	µm
Die Height	74.9	µm
Cell variety after synth	42	
P&R area growth vs syn	10.5	%
Crit. End Element	output port	
ys flop type	dfrtp_1	
Final TNS setup	0	ns
WS Path Type	reg -> out	
Rows	26	
clock-pin slew on the worst setup and hold paths	0.06	ns
Avg WL per Cell	10.1	µm
Core Region	0.00511	mm²
total CTS buffers	3	
Pre-antenna DRT Iters	3	
hold_sp	mI2C_CLK_DIV[11]$_DFF_PN0_	
final hold vios	0	
GR peak layer	met1	
Final Setup Violations	0	
CP Launch Point	mI2C_CTRL_CLK$_DFFE_PN0N_	
Final ANT Viol Nets	0	
Final Cycle Share	67.7	%
pre-CTS WS	1.45	ns
first-pass GRT wire length	4000	µm
count of unclocked register or latch pins	18	
Initial Utilization	31.2	%
worst hold path type	reg -> reg	
fmax	0.399	GHz
ys async rst share	100	%
Post-synth regs	35	
Pleak	0.000766	µW
crit-path max FO	20	
dpl cells	215	
YS chip area	0.00159	mm²
Tool Warnings	172	
pin count of the biggest net entering global routing	21	
element type at the critical path start	register	
CTS H-tree lvls	1	
Starting DRT DRC Count	50	
ant diodes	0	
vias in the first global route	889	
[per-stage QoR]
stage / power [µW] / area, µm² / hold slack, ns
5_1_grt: 493 / 1760 / 0.541
2_1_floorplan: 321 / 1610 / 0.444
3_5_place_dp: 345 / 1720 / 0.498
6_report: 471 / 1760 / 0.506
4_1_cts: 479 / 1760 / 0.516
3_3_place_gp: 345 / 1720 / 0.497
[critical path, cell delays in order, from the launching register on]
cell	delay (ns)
dfrtp_1	0.58
o41ai_1	0.42
clkdlybuf4s50_1	0.51
[area by class of cell]
class	count	area, µm²	share of cell area [%]
clock buffer	4	45.0	2.56
inverter	8	30.0	1.71
multi-input combinational	98	676	38.4
sequential	35	887	50.4
tap	70	87.6	4.98
timing repair buffer	4	35.0	1.99
[power by group]
part	internal [µW]	total [µW]	switching [µW]
clock network	76.2	133	57.1
registers	293	323	29.2
logic	5.10	15.4	10.3
total	375	471	96.6
[synthesized netlist by cell type, types with 2 or more instances]
| cell | n | area [µm²] |
|---|---|---|
| a21oi_1 | 2 | 10.0 |
| nand3b_1 | 2 | 15.0 |
| o211a_1 | 2 | 20.0 |
| xor2_1 | 8 | 70.1 |
| inv_1 | 8 | 30.0 |
| o21ai_0 | 6 | 30.0 |
| dfstp_2 | 9 | 236 |
| nor2_1 | 15 | 56.3 |
| clkbuf_1 | 2 | 7.51 |
| xnor2_1 | 7 | 61.3 |
| nand4_1 | 3 | 18.8 |
| nand3_1 | 10 | 50.1 |
| ha_1 | 6 | 75.1 |
| dfrtp_1 | 26 | 651 |
| nand2_1 | 6 | 22.5 |
| and4_1 | 2 | 17.5 |
[worst paths after layout]
| check | to | slack, ns | cells past startpoint |
|---|---|---|---|
| max in group asynchronous | mI2C_CLK_DIV[11]$_DFF_PN0_ | 2.29 | 2 |
| setup reg to reg | mI2C_CTRL_CLK$_DFFE_PN0N_ | 2.15 | 3 |
| hold / removal | mI2C_CLK_DIV[11]$_DFF_PN0_ | 0.51 | 2 |
| hold reg to reg | mI2C_CLK_DIV[11]$_DFF_PN0_ | 0.51 | 2 |
| min in group asynchronous | mI2C_CLK_DIV[0]$_DFF_PN0_ | 0.84 | 1 |
| setup / recovery | I2C_SCLK | 1.20 | 2 |
[registers in the layout (all words and copies together) (netlist names), named ones only]
signal         cells
LUT_INDEX          6
mI2C_GO            1
u0.END             1
u0.SCLK            1
mI2C_CLK_DIV      16
mI2C_CTRL_CLK      1
mSetup_ST          2
u0.SD_COUNTER      6
[per-layer routing]
metal,part of all wire (%),up-vias
li1,-,493
met1,56,443
met3,1.1,2
met4,0.36,0
met5,0,-
met2,42,5
[cell families (layout without fill, tap and decap cells)]
| family | after synthesis | count (layout) | share of synthesized area [%] |
|---|---|---|---|
| AOI/OAI and AO/OA | 21 | 21 | 9.98 |
| xor gates and xnor gates | 15 | 15 | 8.25 |
| adders and majority gates | 6 | 6 | 4.71 |
| buffers and inverters | 11 | 16 | 2.83 |
| DFF | 35 | 35 | 55.7 |
| muxes | 3 | 3 | 2.28 |
| other | 1 | 5 | 0.235 |
| and+or+nand+nor | 48 | 48 | 16.0 |
No activity file was given, so power comes from the tool's default toggle rates.
