===== ./config.mk =====
export PLATFORM = sky130hd
export DESIGN_NAME = CCD_Capture
export DESIGN_NICKNAME = CCD_Capture
export VERILOG_FILES = /design/flow/design.v
export SDC_FILE = /design/flow/constraint.sdc
export NUM_CORES = 4
export LEC_CHECK = 1
export CORE_UTILIZATION = 40

===== ./constraint.sdc =====
current_design CCD_Capture

set clk_period 4.6
set clk_io_pct 0.2

create_clock -name clk0 -period $clk_period [get_ports {iCLK}]

set non_clock_inputs [all_inputs -no_clocks]
set_input_delay [expr $clk_period * $clk_io_pct] -clock clk0 $non_clock_inputs
set_output_delay [expr $clk_period * $clk_io_pct] -clock clk0 [all_outputs]

===== ./design.v =====
module CCD_Capture(	oDATA,
					oDVAL,
					oX_Cont,
					oY_Cont,
					oFrame_Cont,
					iDATA,
					iFVAL,
					iLVAL,
					iSTART,
					iEND,
					iCLK,
					iRST	);
input	[9:0]	iDATA;
input			iFVAL;
input			iLVAL;
input			iSTART;
input			iEND;
input			iCLK;
input			iRST;
output	[9:0]	oDATA;
output	[10:0]	oX_Cont;
output	[10:0]	oY_Cont;
output	[31:0]	oFrame_Cont;
output			oDVAL;
reg				Pre_FVAL;
reg				mCCD_FVAL;
reg				mCCD_LVAL;
reg		[9:0]	mCCD_DATA;
reg		[10:0]	X_Cont;
reg		[10:0]	Y_Cont;
reg		[31:0]	Frame_Cont;
reg				mSTART;
assign	oX_Cont		=	X_Cont;
assign	oY_Cont		=	Y_Cont;
assign	oFrame_Cont	=	Frame_Cont;
assign	oDATA		=	mCCD_DATA;
assign	oDVAL		=	mCCD_FVAL&mCCD_LVAL;
always@(posedge iCLK or negedge iRST)
begin
	if(!iRST)
	mSTART	<=	0;
	else
	begin
		if(iSTART)
		mSTART	<=	1;
		if(iEND)
		mSTART	<=	0;		
	end
end
always@(posedge iCLK or negedge iRST)
begin
	if(!iRST)
	begin
		Pre_FVAL	<=	0;
		mCCD_FVAL	<=	0;
		mCCD_LVAL	<=	0;
		mCCD_DATA	<=	0;
		X_Cont		<=	0;
		Y_Cont		<=	0;
	end
	else
	begin
		Pre_FVAL	<=	iFVAL;
		if( ({Pre_FVAL,iFVAL}==2'b01) && mSTART )
		mCCD_FVAL	<=	1;
		else if({Pre_FVAL,iFVAL}==2'b10)
		mCCD_FVAL	<=	0;
		mCCD_LVAL	<=	iLVAL;
		mCCD_DATA	<=	iDATA;
		if(mCCD_FVAL)
		begin
			if(mCCD_LVAL)
			begin
				if(X_Cont<1279)
				X_Cont	<=	X_Cont+1;
				else
				begin
					X_Cont	<=	0;
					Y_Cont	<=	Y_Cont+1;
				end
			end
		end
		else
		begin
			X_Cont	<=	0;
			Y_Cont	<=	0;
		end
	end
end
always@(posedge iCLK or negedge iRST)
begin
	if(!iRST)
	Frame_Cont	<=	0;
	else
	begin
		if( ({Pre_FVAL,iFVAL}==2'b01) && mSTART )
		Frame_Cont	<=	Frame_Cont+1;
	end
end
endmodule

===== ./run.sh =====
#!/bin/bash
# OpenROAD 26Q1-2900-gdf79404cd8, Yosys 0.63+post, stock flow scripts
make -C /OpenROAD-flow-scripts/flow DESIGN_CONFIG=/design/flow/config.mk WORK_HOME=/design/flow/orfs finish

==> metrics.csv <==
metric;value;unit
status;finished clean;
pin count of the biggest net entering global routing;37;
pwr dens;312;nW/um^2
FF-to-FF Start;X_Cont[2]$_DFFE_PN0P_;
Post-synth EDFFs;0;
GRT Util Overall;16.4;%
Placed Area;3980;um^2
Final Hold Viols;0;
CP startpoint kind;flip-flop;
Setup TNS;0;ns
Initial DRC Count;49;
internal power;995;uW
P&R area growth vs syn;36.3;%
Antenna Violating Nets Remaining;0;
P_sw;317;uW
worst path bufs/invs;1;
cells along the critical path;and2_1 > clkdlybuf4s50_1;
most instantiated library cell after synthesis;dfrtp_1;
die x size;89.8;um
antenna violations before repair;0;
layout cells sized above 1;10.8;%
Seq pwr share;50.5;%
Tool Warnings;25;
DIE AREA;8070;um^2
Slew @ Worst Pin;0.756;ns
leakage dissipation;0.00180;uW
routability cong.;0.818;
Latency at later pin;0.34;ns
Pre-Repair DR Iteration Count;4;
crit end category;output port;
Ports;81;
Slew headroom;49.6;%
# diodes;0;
port bufs;80;
core box area;7370;um^2
Post-Syn Area;3090;um^2
Post-synth top cells;68 x dfrtp_1, 25 x nand2_1, 25 x xor2_1;
number of gates resized after cts;0;
register share after synthesis;55.1;%
max incr delay on CP;0.73;ns
Starting Density;41.9;%
Hold Path Class;reg -> reg;
async set-reset flop share out of synthesis;100;%
Clock Tree Root;clkbuf_8;
worst vdd ir;193;uV
Yosys warnings;1;
top cells by area;dfrtp_1 55%, xor2_1 7.1%, xnor2_1 6.5%;
Top delay family on crit path;flip-flops;
Residual DRC;0;
CTS tree;built;
routed vias/inst;4.83;
H-tree depth;3;
hpwl dp;4.24;mm
Area leader share;55.1;%
HP Start;Frame_Cont[20]$_DFFE_PN0P_;
drt total wl;6.08;mm
post-synth top area cell;dfrtp_1;
crit-path max FO;21;
Worst-path clk slew;0.08;ns
CTS Hold Bufs;0;
postcts setup bufs;0;
clock share of power;41.8;%
first-pass GRT wire length;10.3;mm
Slew Viols, Final;0;
clock sink count;68;
Comb pwr share;7.8;%
Setup Skew;0.00545;ns
Syn Inst Count;261;
CTS Buf Count;9;
Worst Setup SP;mCCD_FVAL$_DFFE_PN0P_;
Place WS;1.78;ns
crit path time final;2.66;ns
Net Sw Frac;24.2;%
Arrival @ worst endpoint;1.74;ns
cycle use final;57.8;%
vias after detailed routing;2185;
vias in the first global route;2062;
kind of critical path;reg -> out;
Setup violations, final;0;
post-DR wirelength/cell;13.4;um
YS chip area;3090;um^2
setup slack after layout;1.94;ns
Row Count;31;
CP required;3.68;ns
RSZ-0062 raised after global routing;false;
Avg Cell Area, Syn;11.8;um^2
Power Total;1310;uW
predominant post-synthesis flop cell;dfrtp_1;
Max Fclk;0.376;GHz
Max clock buf depth;2;
die height;89.8;um
Yosys cell types;46;
Slowest cell on crit path;dfrtp_1;
maxcap violations;0;
GRT overflow;0;
# Cells Yosys;261;
Finished Cell Area;4210;um^2
Yosys reg bits;68;
-- metrics by stage --
stage               std cells  util (%)  hold WS, ns
global route              452      57.1        0.514
global placement          436      54.1        0.475
finish                    452      57.1        0.487
floorplan                 261         -        0.424
detailed placement        436      54.1        0.482
CTS                       452      57.1        0.497
-- power by group through the flow --
| stage | logic, uW | clock network, uW | registers, uW |
|---|---|---|---|
| final | 102 | 548 | 662 |
| after global routing | 117 | 598 | 666 |
| after CTS | 105 | 568 | 662 |
-- per-layer routing --
metal,up-vias,share of wire [%],wire length (um),track usage (%)
met3,6,4.4,270,4.30
met4,0,1.1,69,1.64
met2,46,44,2680,23.4
met5,-,0,0,0
met1,1055,50,3050,27.1
li1,1078,-,-,-
-- logic make-up after synthesis --
logic type      count (synthesis)  synth area share [%]
xor+xnor                       48                  13.6
compound gates                 10                  2.43
simple gates                  121                  25.7
flops                          68                  55.1
fa+ha+maj                       3                  1.22
buf+inv                        10                  1.58
mux                             1                 0.365
-- worst paths after layout --
kind / to / slack, ns / depth (start not counted)
setup / recovery: oDVAL / 1.94 / 2
hold / removal: Frame_Cont[20]$_DFFE_PN0P_ / 0.49 / 1
setup reg to reg: Y_Cont[0]$_DFFE_PN0P_ / 2.67 / 5
hold reg to reg: Frame_Cont[20]$_DFFE_PN0P_ / 0.49 / 1
max in group asynchronous: Y_Cont[6]$_DFFE_PN0P_ / 3.00 / 2
min in group asynchronous: Y_Cont[10]$_DFFE_PN0P_ / 0.64 / 1
-- cells in the final DEF (no fill, tap or decap), types with 2 or more instances in the layout --
master / count
inv_1: 3
bufinv_16: 2
clkinvlp_4: 3
a21boi_1: 2
nor4b_1: 3
o21ai_1: 3
nand4_1: 13
nor4_4: 2
o22ai_1: 2
nand3_1: 11
nor4_2: 2
and3_1: 3
ha_1: 3
nand2_1: 25
xnor2_1: 23
and2_1: 13
nor2_1: 18
and4_1: 6
clkdlybuf4s50_1: 79
nor3_1: 3
clkbuf_8: 9
dfrtp_1: 68
nor2_2: 3
xor2_1: 25
nor3b_1: 2
nand2b_1: 2
-- registers in the layout, summed over array words and instances, names as in the netlist --
name / cells
mCCD_FVAL: 1
Y_Cont: 11
mSTART: 1
mCCD_DATA: 10
Frame_Cont: 32
Pre_FVAL: 1
mCCD_LVAL: 1
X_Cont: 11
-- layout make-up --
class / instances / area, um^2
Clock inverter: 7 / 100
Multi-Input combinational cell: 183 / 1340
Fill cell: 656 / 3160
Tap cell: 99 / 124
Clock buffer: 9 / 124
Timing Repair Buffer: 81 / 803
Sequential cell: 68 / 1700
Inverter: 5 / 18.8
Power is estimated from default activity; no workload was simulated.
